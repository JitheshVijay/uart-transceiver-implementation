===== flow/design.v =====
module binary_to_7seg #(
    parameter COMMON_ANODE = 1   
)(
    input  logic [3:0] binary_in,     
    output logic [6:0] seg_out        
);
    always_comb begin
        case (binary_in)
            4'd0: seg_out = 7'b1000000;   
            4'd1: seg_out = 7'b1111001;   
            4'd2: seg_out = 7'b0100100;   
            4'd3: seg_out = 7'b0110000;   
            4'd4: seg_out = 7'b0011001;   
            4'd5: seg_out = 7'b0010010;   
            4'd6: seg_out = 7'b0000010;   
            4'd7: seg_out = 7'b1111000;   
            4'd8: seg_out = 7'b0000000;   
            4'd9: seg_out = 7'b0010000;   
            default: seg_out = 7'b1111111;  
        endcase
        if (!COMMON_ANODE) begin
            seg_out = ~seg_out;
        end
    end
endmodule
`timescale 1ns/1ps
module display_controller #(
  parameter bit     COMMON_ANODE = 1,      
  parameter integer NUM_DIGITS   = 4,      
  parameter integer REFRESH_HZ   = 1000,   
  parameter integer CLOCK_HZ     = 50_000_000
)(
  input  logic        clk,
  input  logic        rstn,
  input  logic [3:0]  hex0,
  input  logic [3:0]  hex1,
  input  logic [3:0]  hex2,
  input  logic [3:0]  hex3,
  output logic [6:0]  seg,       
  output logic [3:0]  an         
);
  localparam integer TICKS_PER_DIGIT = CLOCK_HZ / (REFRESH_HZ * (NUM_DIGITS > 0 ? NUM_DIGITS : 1));
  logic [$clog2(TICKS_PER_DIGIT+1)-1:0] tick_cnt;
  logic [1:0]                            mux_sel;  
  always_ff @(posedge clk or negedge rstn) begin
    if (!rstn) begin
      tick_cnt <= '0;
      mux_sel  <= 2'd0;
    end else begin
      if (tick_cnt == TICKS_PER_DIGIT-1) begin
        tick_cnt <= '0;
        mux_sel  <= mux_sel + 2'd1;
      end else begin
        tick_cnt <= tick_cnt + 1'b1;
      end
    end
  end
  logic [3:0] cur_nibble;
  always_comb begin
    unique case (mux_sel)
      2'd0: cur_nibble = hex0;
      2'd1: cur_nibble = hex1;
      2'd2: cur_nibble = hex2;
      default: cur_nibble = hex3;
    endcase
  end
  logic [6:0] seg_raw;
  binary_to_7seg #(.COMMON_ANODE(COMMON_ANODE)) u_lut (
    .binary_in(cur_nibble),
    .seg_out(seg_raw)
  );
  assign seg = seg_raw;
  logic [3:0] an_raw;
  always_comb begin
    an_raw = 4'b0000;
    an_raw[mux_sel] = 1'b1;  
  end
  generate
    if (COMMON_ANODE) begin : gen_ca
      assign an = ~an_raw;
    end else begin : gen_cc
      assign an = an_raw;
    end
  endgenerate
endmodule
`timescale 1ns/1ps
module fpga_top #(
  parameter integer CLOCK_FREQ_HZ      = 50_000_000,
  parameter integer BAUD_RATE          = 115200,
  parameter integer CLOCKS_PER_PULSE   = CLOCK_FREQ_HZ / BAUD_RATE,  
  parameter bit     COMMON_ANODE       = 1                           
)(
  input  logic        clk_50mhz,
  input  logic        rstn_btn,          
  input  logic        uart_rx,           
  output logic        uart_tx,           
  output logic [6:0]  seg,               
  output logic [3:0]  an,                
  output logic [7:0]  led                
);
  logic rstn_sync_d, rstn_sync_q;
  always_ff @(posedge clk_50mhz or negedge rstn_btn) begin
    if (!rstn_btn) begin
      rstn_sync_d <= 1'b0;
      rstn_sync_q <= 1'b0;
    end else begin
      rstn_sync_d <= 1'b1;
      rstn_sync_q <= rstn_sync_d;
    end
  end
  wire rstn = rstn_sync_q;
  logic        ready;
  logic        ready_clr;
  logic        tx_busy;
  logic [7:0]  rx_byte;
  logic [3:0]  nibble_in = 4'h0;
  logic        tx_en     = 1'b0;  
  uart #(.CLOCKS_PER_PULSE(CLOCKS_PER_PULSE)) u_uart (
    .data_in(nibble_in),
    .data_en(tx_en),
    .clk(clk_50mhz),
    .rstn(rstn),
    .tx(uart_tx),
    .tx_busy(tx_busy),
    .ready_clr(ready_clr),
    .rx(uart_rx),
    .ready(ready),
    .led_out(led),             
    .display_out()             
  );
  logic [7:0] latched_rx_byte;
  always_ff @(posedge clk_50mhz or negedge rstn) begin
    if (!rstn) begin
      latched_rx_byte <= 8'h00;
    end else if (ready) begin
      latched_rx_byte <= led;  
    end
  end
  always_ff @(posedge clk_50mhz or negedge rstn) begin
    if (!rstn) begin
      ready_clr <= 1'b0;
    end else begin
      ready_clr <= ready;  
    end
  end
  assign led = latched_rx_byte;
  display_controller #(
    .COMMON_ANODE(COMMON_ANODE),
    .NUM_DIGITS(4),                
    .REFRESH_HZ(1000)
  ) u_disp (
    .clk(clk_50mhz),
    .rstn(rstn),
    .hex0(latched_rx_byte[3:0]),    
    .hex1(latched_rx_byte[7:4]),    
    .hex2(4'h0),
    .hex3(4'h0),
    .seg(seg),
    .an(an)
  );
endmodule
module receiver #(
  parameter CLOCKS_PER_PULSE = 16
)(
  input  logic        clk,
  input  logic        rstn,
  input  logic        ready_clr,
  input  logic        rx,
  output logic        ready,
  output logic [7:0]  data_out
);
  enum {RX_IDLE, RX_START, RX_DATA, RX_END} state;
  logic [2:0]                                c_bits;
  logic [$clog2(CLOCKS_PER_PULSE)-1:0]       c_clocks;
  logic [7:0]                                temp_data;
  logic                                      rx_sync;
  always_ff @(posedge clk or negedge rstn) begin
    if (!rstn) begin
      c_clocks  <= '0;
      c_bits    <= '0;
      temp_data <= 8'b0;
      ready     <= 1'b0;
      rx_sync   <= 1'b1;
      state     <= RX_IDLE;
    end else begin
      rx_sync <= rx;
      if (ready_clr) begin
        ready <= 1'b0;
      end
      case (state)
        RX_IDLE: begin
          if (rx_sync == 1'b0) begin
            state    <= RX_START;
            c_clocks <= '0;
          end
        end
        RX_START: begin
          if (c_clocks == (CLOCKS_PER_PULSE/2 - 1)) begin
            state    <= RX_DATA;
            c_clocks <= '0;
            c_bits   <= '0;
          end else begin
            c_clocks <= c_clocks + 1;
          end
        end
        RX_DATA: begin
          if (c_clocks == CLOCKS_PER_PULSE - 1) begin
            c_clocks           <= '0;
            temp_data[c_bits]  <= rx_sync;
            if (c_bits == 3'd7) begin
              state  <= RX_END;
              c_bits <= '0;
            end else begin
              c_bits <= c_bits + 1;
            end
          end else begin
            c_clocks <= c_clocks + 1;
          end
        end
        RX_END: begin
          if (c_clocks == CLOCKS_PER_PULSE - 1) begin
            ready    <= 1'b1;
            state    <= RX_IDLE;
            c_clocks <= '0;
          end else begin
            c_clocks <= c_clocks + 1;
          end
        end
        default: state <= RX_IDLE;
      endcase
    end
  end
  assign data_out = temp_data;
endmodule
module transmitter #(
    parameter CLOCKS_PER_PULSE = 16
)(
    input  logic        clk,
    input  logic        rstn,
    input  logic [7:0]  data_in,
    input  logic        data_en,
    output logic        tx,
    output logic        tx_busy
);
    typedef enum logic [2:0] {
        IDLE,
        START,
        DATA,
        STOP
    } state_t;
    state_t current_state, next_state;
    logic [7:0]  data_reg;
    logic [3:0]  bit_counter;
    logic [15:0] clk_counter;
    logic        bit_timer_done;
    always_ff @(posedge clk or negedge rstn) begin
        if (!rstn) begin
            clk_counter <= 0;
        end else begin
            if (current_state == IDLE) begin
                clk_counter <= 0;
            end else if (clk_counter == CLOCKS_PER_PULSE - 1) begin
                clk_counter <= 0;
            end else begin
                clk_counter <= clk_counter + 1;
            end
        end
    end
    assign bit_timer_done = (clk_counter == CLOCKS_PER_PULSE - 1);
    always_ff @(posedge clk or negedge rstn) begin
        if (!rstn) begin
            current_state <= IDLE;
        end else begin
            current_state <= next_state;
        end
    end
    always_comb begin
        next_state = current_state;
        case (current_state)
            IDLE: begin
                if (data_en) begin
                    next_state = START;
                end
            end
            START: begin
                if (bit_timer_done) begin
                    next_state = DATA;
                end
            end
            DATA: begin
                if (bit_timer_done && bit_counter == 7) begin
                    next_state = STOP;
                end
            end
            STOP: begin
                if (bit_timer_done) begin
                    next_state = IDLE;
                end
            end
        endcase
    end
    always_ff @(posedge clk or negedge rstn) begin
        if (!rstn) begin
            data_reg <= 0;
        end else if (data_en && current_state == IDLE) begin
            data_reg <= data_in;
        end
    end
    always_ff @(posedge clk or negedge rstn) begin
        if (!rstn) begin
            bit_counter <= 0;
        end else begin
            case (current_state)
                IDLE: begin
                    bit_counter <= 0;
                end
                DATA: begin
                    if (bit_timer_done) begin
                        if (bit_counter == 7) begin
                            bit_counter <= 0;
                        end else begin
                            bit_counter <= bit_counter + 1;
                        end
                    end
                end
                default: begin
                    bit_counter <= bit_counter;
                end
            endcase
        end
    end
    always_comb begin
        case (current_state)
            IDLE: begin
                tx = 1'b1;
            end
            START: begin
                tx = 1'b0;
            end
            DATA: begin
                tx = data_reg[bit_counter];
            end
            STOP: begin
                tx = 1'b1;
            end
            default: begin
                tx = 1'b1;
            end
        endcase
    end
    assign tx_busy = (current_state != IDLE);
endmodule
module uart #(
  parameter CLOCKS_PER_PULSE = 5208
)(
  input logic [3:0] data_in,
  input logic data_en,
  input logic clk,
  input logic rstn,
  output logic tx,
  output logic tx_busy,
  input logic ready_clr,
  input logic rx,
  output logic ready,
  output logic [7:0] led_out,
  output logic [6:0] display_out
);
  logic [7:0] data_input; 
  logic [7:0] data_output;
  transmitter #(.CLOCKS_PER_PULSE(CLOCKS_PER_PULSE)) uart_tx (
    .data_in(data_input),
    .data_en(data_en),
    .clk(clk),
    .rstn(rstn),
    .tx(tx),
    .tx_busy(tx_busy)
  );
  receiver #(.CLOCKS_PER_PULSE(CLOCKS_PER_PULSE)) uart_rx (
    .clk(clk),
    .rstn(rstn),
    .ready_clr(ready_clr),
    .rx(rx),
    .ready(ready),
    .data_out(data_output)
  );
  binary_to_7seg converter (
    .binary_in(data_output[3:0]),
    .seg_out(display_out)
  );
  assign data_input = {4'b0, data_in};
  assign led_out = data_output[7:0];
endmodule

===== flow/run.sh =====
#!/bin/bash
# OpenROAD 26Q1-2900-gdf79404cd8, Yosys 0.63+post, stock flow scripts
make -C /OpenROAD-flow-scripts/flow DESIGN_CONFIG=/design/flow/config.mk WORK_HOME=/design/flow/orfs finish

===== flow/constraint.sdc =====
current_design fpga_top

set clk_period 2.5
set clk_io_pct 0.2

create_clock -name clk0 -period $clk_period [get_ports {clk_50mhz}]

set non_clock_inputs [all_inputs -no_clocks]
set_input_delay [expr $clk_period * $clk_io_pct] -clock clk0 $non_clock_inputs
set_output_delay [expr $clk_period * $clk_io_pct] -clock clk0 [all_outputs]

===== flow/config.mk =====
export PLATFORM = sky130hd
export DESIGN_NAME = fpga_top
export DESIGN_NICKNAME = fpga_top
export VERILOG_FILES = /design/flow/design.v
export SDC_FILE = /design/flow/constraint.sdc
export NUM_CORES = 4
export LEC_CHECK = 1
export CORE_UTILIZATION = 40

==> flow_summary_export.csv <==
group,metric,value,unit
finish,drive_gt1_share,6.61,%
yosys,ys_cells,215,
worst_setup_path,critPathArrivalTime,2230,ps
cts,cts_hold_buf,0,
yosys,syn_inst,215,
route,antennaDiodeCount,0,
worst_setup_path,cp_max_fo,16,
route,routed_wl,3220,µm
power_and_ir_drop,irDropWorstVdd,0.000302,V
grt,grt_overflow,0,
final_timing,setup_ws,423,ps
placement,gp_congestion,0.869,
final_timing,setup_tns,0,ps
yosys,postSynthSeqShare,48.8,%
worst_setup_path,critPathCaptureType,"flop",
final_timing,slew_headroom,63.8,%
route,drtIter0Drc,98,
die,core,5070,µm²
job,warnings,30,
grt,antenna_found_initial,0,
worst_setup_path,critPathRequiredTime,2660,ps
final_timing,min_period,2080,ps
route,drt-pass1-iter-count,7,
final_timing,clock-skew-final,4.92,ps
job,maxCapViolCount,0,
final_timing,grt_setup_unrepaired,"false",
final_timing,slew_viol_final,0,
route,via_per_inst,4.71,
yosys,synth_area,2110,µm²
yosys,synth-edff-count,0,
cts,postCtsSetupBuffers,0,
die,fp_util,41.5,%
final_timing,max_freq,0.481,GHz
placement,placed_cells,289,
die,die_area,5560,µm²
power_and_ir_drop,p_leak,0.00106,µW
worst_setup_path,startpoint_type,"flop",
yosys,yosys_most_used_dff,"dfrtp_1",
finish,area_growth,9.74,%
placement,portBuffers,6,
final_timing,setup_violations,0,
worst_hold_path,hold_path.class,"reg -> async",
finish,instances_no_fill,297,
yosys,synthArstFlopShare,100,%
yosys,top_cell,"dfrtp_1",
cts,cts_tree,"yes",
cts,cts_buffers,5,
cts,cts_sinks,41,
final_timing,min_period_over_period,83.1,%
die,fp-row-count,26,
route,ant_nets,0,
placement,post-place-ws,427,ps
cts,cts_buffer_depth,2,
power_and_ir_drop,cellPowerDensity,530,nW/µm²
yosys,top_cells_by_area,"dfrtp_1 48%, xnor2_1 7.5%, buf_4 5.7%, nor2_1 5.2%, ha_1 4.8%",
grt,track_usage,13.2,%
final_timing,finalHoldViolCount,0,
cts,ctsRootBufferMaster,"clkbuf_8",
grt,grt_max_degree,40,
yosys,ys_area,2110,µm²
yosys,ys_warn_count,22,
die,fp.dieW,74.6,µm
route,m1WireLength,1670,µm
worst_setup_path,reg2reg_depth,7,
cts,cts-htree-levels,2,
cts,ctsResizeCount,0,
grt,grt_pass1_vias,1201,
die,io_pins,23,
cts,path_clk_slew,80,ps
outcome,status,"complete, no violations",
yosys,synth_top_cell_by_area,"dfrtp_1",
cts,clk_latency,290,ps
die,die_y,74.6,µm
route,dr_wl_met2,1330,µm
grt,grt_pass1_wl,5600,µm
yosys,synth.distinct_cells,37,
worst_setup_path,path_class,"reg -> reg",
route,highest_layer,"met4",
yosys,top_cell_area_share,47.5,%
yosys,synth_flops,41,
route,route.vias.total,1400,
route,wl_met3,149,µm
yosys,syn_area_per_cell,9.79,µm²
placement,dp_hpwl,2150,µm
route,post_drt_wl_per_cell,10.8,µm
route,post-route-drc-count,0,
final_timing,tightest_slew,541,ps
yosys,yosys-top-cells-count,"40 x dfrtp_1, 29 x nor2_1, 19 x nand2_1, 18 x xnor2_1, 16 x buf_4",
-- layout by cell type (no fill, tap or decap), types with 3 or more instances in the layout --
cell             Yosys  final
clkbuf_8             0      6
conb_1               2     16
nand3_1             10     10
and3_1               4      4
mux2i_1              3      3
nor4_1               6      6
xor2_1               6      6
buf_4               16      3
dfrtp_1             40     40
clkdlybuf4s50_1      0      6
o21ai_0              6      6
nand2_1             19     19
nor3_1               3      3
xnor2_1             18     18
ha_1                 8      8
nor2_1              29     29
inv_1               13     13
nand4_1              7      7
-- sequential cells by signal, summed over array words and instances (netlist names) --
name,cells
u_uart.uart_tx.bit_counter,4
rstn_sync_d,1
u_disp.tick_cnt,14
u_uart.uart_tx.clk_counter,16
u_uart.uart_tx.current_state,3
u_disp.mux_sel,2
rstn_sync_q,1
-- where the power goes --
part / switching [µW] / internal, µW
sequential: 0.350 / 664
combinational: 12.8 / 2.42
clock: 220 / 325
-- layer usage --
metal	global-route usage [%]	vias to the layer above
met3	2.75	10
met2	18.8	35
met5	0	-
li1	-	706
met1	21.8	649
met4	1.89	0
-- area by class of cell --
type	instances	area (µm²)
fillers	506	2760
flip-flops and latches	41	1030
multi-input cells	156	948
well taps	70	87.6
clock buffers	7	86.3
repair buffers	9	82.6
inverters	13	48.8
clock inverters	1	30.0
-- final timing paths --
path,start,end,slack [ps]
max in group asynchronous,rstn_sync_q,u_uart.uart_tx.current_state[0],1840
max,u_uart.uart_tx.clk_counter[1],u_uart.uart_tx.clk_counter[12],420
max reg2reg,u_uart.uart_tx.clk_counter[1],u_uart.uart_tx.clk_counter[12],420
min reg2reg,rstn_sync_q,u_uart.uart_tx.clk_counter[7],290
min in group clk0,rstn_sync_d,rstn_sync_q,350
min,rstn_sync_q,u_uart.uart_tx.clk_counter[7],290
-- kinds of logic after synthesis --
group           Yosys count  share of synthesized area [%]
other cells               2                          0.357
xor+xnor                 24                           9.98
simple gates             93                           22.6
mux                       3                           1.43
compound gates           12                           3.45
flops                    41                           48.8
buf+inv                  32                           8.68
fa+ha+maj                 8                           4.75
-- worst max-delay path, cell delays in order, from the launching register on --
cell     delay [ps]
dfrtp_1         410
inv_1            70
ha_1            130
nor3b_1         200
nand4_1         330
buf_4           280
nand2_1         410
nor2_1          100
-- through the flow --
stage	power, µW	hold WS [ps]	instance area, µm²	util [%]
after global placement	695	316	2190	43.2
after floorplan	703	204	2160	-
final	1230	289	2310	45.5
after CTS	1250	326	2310	45.5
after global routing	1280	356	2310	45.5
after detailed placement	695	320	2190	43.2
Power figures rest on the tool's default switching activity, not on a simulated workload.
